==> flow/run.sh <==
#!/bin/bash
# OpenROAD 26Q1-2900-gdf79404cd8, Yosys 0.63+post, stock flow scripts
make -C /OpenROAD-flow-scripts/flow DESIGN_CONFIG=/design/flow/config.mk WORK_HOME=/design/flow/orfs finish
==> flow/constraint.sdc <==
current_design seg7_controller

set clk_period 6.4
set clk_io_pct 0.2

create_clock -name clk0 -period $clk_period [get_ports {clkIO}]

set non_clock_inputs [all_inputs -no_clocks]
set_input_delay [expr $clk_period * $clk_io_pct] -clock clk0 $non_clock_inputs
set_output_delay [expr $clk_period * $clk_io_pct] -clock clk0 [all_outputs]
==> flow/design.v <==
`timescale 1ns / 1ps
module seg7_controller(
	input clkIO, input [1:0] clkScan, input clkBlink,
	input [31:0] data, input [7:0] point, input [7:0] LES,
	output [3:0] sout, output reg [7:0] segment, output reg [3:0] anode
);
	wire [63:0] dispData;
	wire [31:0] dispPattern;
	Seg7Decode U0(.hex(data), .point(point),
		.LE(LES & {8{clkBlink}}), .pattern(dispData));
	Seg7Remap U1(.I(data), .O(dispPattern));
	ShiftReg #(.WIDTH(64)) U2(.clk(clkIO), .pdata(dispData), .sout(sout));
	always @*
		case(clkScan)
		2'b00: begin segment <= ~dispPattern[ 7: 0]; anode <= 4'b1110; end
		2'b01: begin segment <= ~dispPattern[15: 8]; anode <= 4'b1101; end
		2'b10: begin segment <= ~dispPattern[23:16]; anode <= 4'b1011; end
		2'b11: begin segment <= ~dispPattern[31:24]; anode <= 4'b0111; end
		endcase
endmodule
`timescale 1ns / 1ps
module Seg7Decode(
	input [31:0] hex, input [7:0] point, input [7:0] LE,
	output [63:0] pattern
);
	wire [63:0] digits;
	SegmentDecoder
		U0(.hex(hex[ 3: 0]), .segment(digits[ 6: 0])),
		U1(.hex(hex[ 7: 4]), .segment(digits[14: 8])),
		U2(.hex(hex[11: 8]), .segment(digits[22:16])),
		U3(.hex(hex[15:12]), .segment(digits[30:24])),
		U4(.hex(hex[19:16]), .segment(digits[38:32])),
		U5(.hex(hex[23:20]), .segment(digits[46:40])),
		U6(.hex(hex[27:24]), .segment(digits[54:48])),
		U7(.hex(hex[31:28]), .segment(digits[62:56]));
	assign {digits[63], digits[55], digits[47], digits[39], digits[31], digits[23], digits[15], digits[7]} = ~point;
	assign pattern[ 7: 0] = digits[ 7: 0] | {8{LE[0]}};
	assign pattern[15: 8] = digits[15: 8] | {8{LE[1]}};
	assign pattern[23:16] = digits[23:16] | {8{LE[2]}};
	assign pattern[31:24] = digits[31:24] | {8{LE[3]}};
	assign pattern[39:32] = digits[39:32] | {8{LE[4]}};
	assign pattern[47:40] = digits[47:40] | {8{LE[5]}};
	assign pattern[55:48] = digits[55:48] | {8{LE[6]}};
	assign pattern[63:56] = digits[63:56] | {8{LE[7]}};
endmodule
`timescale 1ns / 1ps
module Seg7Remap(
	input [31:0] I, output [31:0] O
);
	assign O[ 7: 0] = {I[24], I[12], I[5], I[17], I[25], I[16], I[4], I[0]};
	assign O[15: 8] = {I[26], I[13], I[7], I[19], I[27], I[18], I[6], I[1]};
	assign O[23:16] = {I[28], I[14], I[9], I[21], I[29], I[20], I[8], I[2]};
	assign O[31:24] = {I[30], I[15], I[11],I[23], I[31], I[22], I[10],I[3]};
endmodule
`timescale 1ns / 1ps
module SegmentDecoder(
	input [3:0] hex, output reg [6:0] segment
);
	always @*
	begin
		case(hex)
			4'h0: segment[6:0] <= 7'b1000000;
			4'h1: segment[6:0] <= 7'b1111001;
			4'h2: segment[6:0] <= 7'b0100100;
			4'h3: segment[6:0] <= 7'b0110000;
			4'h4: segment[6:0] <= 7'b0011001;
			4'h5: segment[6:0] <= 7'b0010010;
			4'h6: segment[6:0] <= 7'b0000010;
			4'h7: segment[6:0] <= 7'b1111000;
			4'h8: segment[6:0] <= 7'b0000000;
			4'h9: segment[6:0] <= 7'b0010000;
			4'hA: segment[6:0] <= 7'b0001000;
			4'hB: segment[6:0] <= 7'b0000011;
			4'hC: segment[6:0] <= 7'b1000110;
			4'hD: segment[6:0] <= 7'b0100001;
			4'hE: segment[6:0] <= 7'b0000110;
			4'hF: segment[6:0] <= 7'b0001110;
		endcase
	end
endmodule
`timescale 1ns / 1ps
module ShiftReg(clk, pdata, sout);
	parameter WIDTH = 16;
	parameter DELAY = 12;
	input clk;
	input [WIDTH - 1:0] pdata;
	output [3:0] sout;
	assign sout = {sck, sdat, oe, clrn};
	wire sck, sdat, clrn;
	reg oe;
	reg [WIDTH:0] shift;
	reg [DELAY-1:0] counter = -1;
	wire sckEn;
	assign sckEn = |shift[WIDTH - 1:0];
	assign sck = ~clk & sckEn;
	assign sdat = shift[WIDTH];
	assign clrn = 1'b1;
	always @ (posedge clk)
	begin
		if(sckEn)
			shift <= {shift[WIDTH - 1:0], 1'b0};
		else
		begin
			if(&counter)
			begin
				shift <= {pdata, 1'b1};
				oe <= 1'b0;
			end
			else
				oe <= 1'b1;
			counter <= counter + 1'b1;
		end
	end
endmodule
==> flow/config.mk <==
export PLATFORM = sky130hd
export DESIGN_NAME = seg7_controller
export DESIGN_NICKNAME = seg7_controller
export VERILOG_FILES = /design/flow/design.v
export SDC_FILE = /design/flow/constraint.sdc
export NUM_CORES = 4
export LEC_CHECK = 1
export CORE_UTILIZATION = 30
==> run summary <==
Reports from this run.

- The run finished with clean final reports.
- The total wire length is 13000 µm.
- The pre-antenna-repair detailed-routing pass consisted of 5 iterations.
- At the pin with the least slew margin, the transition time is 0.837 ns.
- The final timing report lists a hold violation count of 0.
- The final sum of negative setup slack reads 0 ns.
- The count of flip-flops with a built-in enable after synthesis reads 77.
- The final count of pins violating max slew reads 0.
- The class of the tightest hold or removal check reads flop to flop.
- The clock latency at the later pin of the worst-skew pair reads 0.44 ns.
- The HPWL reported at the end of detailed placement reads 9090 µm.
- The filler cell count reads 1827.
- The vias after detailed routing reads 4449.
- The width of the die reads between 100 and 150 µm.
- The setup skew after layout reads 0.00807 ns.
- Setup repair after global routing left no endpoint under its margin.
- The total die size is 20000 µm².
- The sort of element at the start of the critical path reads a clock port.
- After synthesis the netlist holds a flip-flop and latch count of 78.
- Per the finish-stage timing summary, setup violations number 0.
- The count of warning messages emitted by the tools is 75.
- The number of violations of the max-capacitance limit reads 0.
- The number of antenna cells inserted is 0.
- The layout overhead on the synthesized area reads 21.1%.
- The average size of a mapped cell reads about 10 µm².
- The post-CTS setup repair buffer count is 0.
- The area of the multi-input gates is ~3100 µm².
- Dividing the detail-routed wire length by the instance count gives 15.1 µm.
- In this run, post-CTS repair resized a total of 0 instances.
- The worst hold margin is 0.499 ns.
- The data required time of the critical path is 5.12 ns.
- Overall routing resource usage recorded by global route was 0.137.
- The share of the core filled with cells in the final layout reads 0.373.
- The violation tally recorded at the end of detailed-routing iteration 0 is 435.
- The core footprint reads 18900 µm².
- The remaining design rule violation count reads 0.
- The maximum number of pins on one net before global-route repair is 80.
- The largest fanout on the critical path reads 2.
- The class of the most critical setup path is clock port to output port.
- The initial core utilization reads 0.308.
- The detail route stage leaves a number of antenna-violating nets equal to 0.
- The count of distinct cell types in the synthesized netlist is 37.
- The synthesized cell area is 5820 µm².
- The clock tree from TritonCTS is built.
- The cell count in the Yosys report reads between 500 and 600.
- Registers take ~2300 µm².
- IR analysis of the VDD net gives a maximum drop of around 0.14 mV.
- The first global-routing pass estimated 21200 µm of wire.
- The fraction of final layout cells with drive strength greater than 1 is 0.154.
- The number of instances in the synthesized netlist is around 560.
- The synthesis report gives the async set-or-reset register share as 0.
- The total number of yosys warnings is 3.
- The number of top-level design ports is between 60 and 70.
- After synthesis, the chip area reported by Yosys is around 5800 µm².
- The final global-route overflow total is 0.
- Total power normalized to cell area comes to 198 nW/µm².
- Buffers inserted to repair hold after CTS numbered 0.
- The number of global-route vias before repair is between 4000 and 5000.
- The total of buffers placed on input and output ports reads 66.
- The initial antenna violation count is 0.
- The timing report gives the clock slew at the launch and capture registers of the worst setup and hold paths as 0.06 ns.
- Per the detail_route report, vias per standard cell equal 5.15.
- The worst setup path is captured at an output port.
- Per the synth stats, the flop cell with the highest instance count is edfxtp_1.
- The analysis attributes to cell leakage a power of 2.80 nW.
- The remaining max-slew budget at the tightest pin reads 0.442.
- The floorplan step set the die height to around 140 µm.
- The proportion of synthesized chip area in sequential cells reads 0.401.
- The number of placement rows reads about 50.
- The placement summary gives the final routability congestion estimate as 0.844.
- Data arrives at the worst endpoint at 4.00 ns.
[synth_stat cells (7+ instances only)]
cell type / instances / area, µm²
a31o_2: 44 / 385
ha_1: 57 / 713
mux4_2: 9 / 203
nand2b_1: 11 / 68.8
nor2_1: 19 / 71.3
nand2_1: 43 / 161
mux2_2: 10 / 113
nor4_1: 16 / 100
mux2i_1: 13 / 130
xnor2_1: 8 / 70.1
a21oi_1: 14 / 70.1
clkbuf_1: 23 / 86.3
a31o_1: 20 / 175
buf_2: 9 / 45.0
edfxtp_1: 77 / 2310
inv_1: 43 / 161
o21ai_0: 11 / 55.1
o211ai_1: 56 / 420
nand3_1: 31 / 155
buf_4: 7 / 52.6
[metrics by stage]
step / total power [W] / setup slack (ns) / instances / area [µm²]
2_1_floorplan: 0.000687 / 1.75 / 557 / 5820
3_3_place_gp: 0.000769 / 1.40 / 845 / 6660
3_5_place_dp: 0.000771 / 1.40 / 845 / 6660
4_1_cts: 0.00141 / 1.10 / 864 / 7050
5_1_grt: 0.00145 / 1.08 / 864 / 7050
6_report: 0.00140 / 1.12 / 864 / 7050
[cell families (layout without fill, tap and decap cells)]
kind of cell / Yosys count / after routing / synth area share
XOR/XNOR: 10 / 10 / 0.0150
AND/OR/NAND/NOR: 136 / 136 / 0.114
flip-flops: 78 / 78 / 0.401
buffers and inverters: 85 / 132 / 0.0612
other: 1 / 1 / 0.000644
adder cells (fa/ha/maj): 57 / 57 / 0.123
multiplexers: 32 / 32 / 0.0765
AND-OR/OR-AND: 158 / 158 / 0.209
[sequential cells by signal, indices dropped and copies added (netlist names)]
name and flops:
U2.counter 12, U2.oe 1, U2.shift 65
[path summary, 6_finish.rpt]
check / start / to / slack, ns / cells past startpoint
hold reg to reg: U2.shift[0] / U2.shift[0] / 0.50 / 1
setup / recovery: clkIO / sout[3] / 1.12 / 4
hold / removal: U2.shift[0] / U2.shift[0] / 0.50 / 1
setup reg to reg: U2.shift[10] / U2.shift[12] / 3.35 / 6
[routing by layer]
metal  up-vias  global-route usage  routed length [µm]
li1       2200                   -                   -
met1      2111               0.208                6100
met2       129               0.203                5950
met3         9              0.0468                 870
met4         0             0.00973                  89
met5         -                   0                   0
[critical path, cell delays in order]
cell and delay [ns]:
clkbuf_16 0.12, clkbuf_16 0.13, nor2_1 0.10, clkdlybuf4s50_1 0.46
[power by group]
group	internal [W]	switching [W]	total, W	leakage, nW
Combinational	0.0000951	0.0000992	0.000194	1.73
Sequential	0.000552	0	0.000552	0.879
Clock	0.000433	0.000217	0.000650	0.192
[area by class of cell]
type,count,share of cell area
Inverter,43,0.0229
Clock inverter,7,0.0137
Clock buffer,13,0.0440
Sequential cell,78,0.331
Tap cell,260,0.0461
Timing Repair Buffer,69,0.0965
Multi-Input combinational cell,394,0.446
[cell usage in the layout, fill, tap and decap left out, drive strengths merged, types with 2 or more instances in the layout]
master         netlist  layout
a32oi                3       3
a31o                64      64
nor4                17      17
xnor2                8       8
o221ai               4       4
inv                 43      44
nand2               43      43
mux4                 9       9
nand4                5       5
o211ai              56      56
bufinv               0       2
or2                  5       5
mux2                10      10
a21oi               14      14
clkinvlp             0       2
nor2                19      19
nand3               31      31
xor2                 2       2
clkdlybuf4s50        0      66
clkinv               0       2
clkbuf              23      12
ha                  57      57
mux2i               13      13
buf                 19       4
o21ai               11      11
and3                 3       3
edfxtp              77      77
nand2b              11      11
a211o                2       2
No activity file was given, so power comes from the tool's default toggle rates.
