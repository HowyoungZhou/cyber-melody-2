File: ./run.sh
#!/bin/bash
# OpenROAD 26Q1-2900-gdf79404cd8, Yosys 0.63+post, stock flow scripts
make -C /OpenROAD-flow-scripts/flow DESIGN_CONFIG=/design/flow/config.mk WORK_HOME=/design/flow/orfs finish
File: ./config.mk
export PLATFORM = sky130hd
export DESIGN_NAME = mio_bus
export DESIGN_NICKNAME = mio_bus
export VERILOG_FILES = /design/flow/design.v
export SDC_FILE = /design/flow/constraint.sdc
export NUM_CORES = 4
export LEC_CHECK = 1
export CORE_AREA = 10 10 207 207
export DIE_AREA = 0 0 217 217
File: ./constraint.sdc
current_design mio_bus

set clk_period 9.2
set clk_io_pct 0.2

create_clock -name clk0 -period $clk_period

set non_clock_inputs [all_inputs -no_clocks]
set_input_delay [expr $clk_period * $clk_io_pct] -clock clk0 $non_clock_inputs
set_output_delay [expr $clk_period * $clk_io_pct] -clock clk0 [all_outputs]
File: ./design.v
module mio_bus(
    input wire mem_w,
    input wire [15:0] switches,
    input wire [7:0] key_code,
    input wire key_ready,
    input wire [31:0] cpu_out,
    input wire [31:0] addr,
    input wire [31:0] ram_in,
    input wire [31:0] timer_in,
    input gp_finish,
    output reg [31:0] cpu_in,
    output reg [31:0] ram_out,
    output reg [31:0] pitch_gen_out,
    output reg [13:0] ram_addr,
    output reg [31:0] gpio_out,
    output reg [31:0] gp_ctrl_out,
    output reg [31:0] gp_tl_out,
    output reg [31:0] gp_br_out,
    output reg [31:0] gp_arg_out,
    output reg [31:0] timer_out,
    output reg ram_we,
    output reg pitch_gen_we,
    output reg gpio_we,
    output reg gp_ctrl_we,
    output reg gp_tl_we,
    output reg gp_br_we,
    output reg gp_arg_we,
    output reg timer_we
    );
    always @(*) begin
        gp_arg_we = 0;
        gp_br_we = 0;
        gp_ctrl_we = 0;
        gp_tl_we = 0;
        gpio_we = 0;
        pitch_gen_we = 0;
        ram_we = 0;
        timer_we = 0;
        case(addr[31:28])
            4'h0: begin  
                ram_we = mem_w;
                ram_addr = addr[15:2];
                ram_out = cpu_out;
                cpu_in = ram_in;
            end
            4'h3: begin  
                cpu_in = timer_in;
                timer_out = cpu_out;
                timer_we = mem_w;
            end
            4'h2: begin  
                pitch_gen_we = mem_w;
                pitch_gen_out = cpu_out;
            end
            4'hc: begin  
                case(addr[2:0])
                    0: begin
                        gp_ctrl_we = mem_w;
                        gp_ctrl_out = cpu_out;
                    end
                    1: begin
                        gp_tl_we = mem_w;
                        gp_tl_out = cpu_out;
                    end
                    2: begin
                        gp_br_we = mem_w;
                        gp_br_out = cpu_out;
                    end
                    3: begin
                        gp_arg_we = mem_w;
                        gp_arg_out = cpu_out;
                    end
                    4: cpu_in = {31'b0, gp_finish};
                endcase
            end
            4'hd: begin  
                cpu_in = {key_ready, 23'b0, key_code};
            end
            4'he: begin  
                gpio_we = mem_w;
                gpio_out = cpu_out;
            end
            4'hf: begin  
                cpu_in = {16'b0, switches};
            end            
        endcase
    end
endmodule
==> deck_impl_summary.md <==
Synthesis and Place & Route Summary

Run status
  • Status: finished clean

GRT
  • First-pass GRT wire length: ~37,000 um
  • Vias in the first global route: 5,190
  • Initial antenna violation count: 2
  • GRT Overall Usage: 10.5%
  • Remaining Overflow, GRT: 0
  • Pin count of the biggest net entering global routing: 43

Route
  • DR WL/cell: 18.7 um
  • Routed Antenna Nets: 0
  • Iteration tally of the first detailed-router pass: 4
  • Antenna cells: 0
  • Routed WL: 25,900 um
  • Initial DRC Count: 153
  • Drt via density: 3.44
  • # DRC: 0
  • Vias: 4,748

Power
  • Pwr per Cell Area: 35.3 mW/mm^2
  • Pleak: 4.57 nW
  • Switching power total: 89.5 uW
  • Share of total power in the clock network: 0%
  • Cell Int Power: 281 uW
  • Sw Share: 24.2%
  • Sequential Power Share: ~32%
  • Total power: around 370 uW
  • Max IR drop VDD: 0.0000290 V
  • Gate power share: 67.7%

Synthesis
  • Mean Syn Cell Area: 12.9 sq um
  • Count of library flops with an enable pin: 0
  • Syn. warnings: 1
  • Synth top cell by count: dlxtn_1
  • Syn Std Cell Area: 0.00526 sq mm
  • Gate Count Post-Synth: 408
  • Leading area contributor after synthesis: dlxtn_1
  • Async S/R FF share, synth: 0%
  • Most frequent cells after synthesis: dlxtn_1, a22o_1, inv_1
  • FF+latch count, synth: 302
  • Synth top area cells: dlxtn_1, a22o_1, a222oi_1
  • Ys cells: 408
  • Unique cell types: 29
  • Max-area cell share: 86.2%
  • Top_reg_cell synth: dlxtn_1
  • Yosys Chip Area: 0.00526 sq mm

Placement
  • Gpl congestion: 0.861
  • Dpl hpwl: 21,100 um
  • Post-Place Cells: 1,382
  • IO buf count: 453

CTS
  • Resized Gates After CTS: 0
  • Post-CTS Setup Bufs: 0
  • Post-cts hold-fix buffer tally: 0

Timing
  • Hold Fails Final Rpt: 0
  • Setup-failing EPs final: 0
  • Final period utilization: 64.3%
  • Endpoints left unconstrained: a little over 600
  • Shortest period the worst path allows: around 6000 ps
  • Worst-Margin Slew: 841 ps
  • Slew Limit Fails: 0
  • Register pins left without a clock: roughly 300
  • Peak Freq: 0.169 GHz
  • Fin Setup TNS: 0 ps
  • RSZ-0062 raised after global routing: false
  • Slew margin rel.: 43.7%

Finish
  • Gate Area: 666 sq um
  • Fillers: 4,064
  • Area delta synth->final: 99.8%
  • Layout cells sized above 1: 2.31%
  • Fin cells: 1,382
  • Final Util: 27.2%
  • Register area: ~0.0045 sq mm

Run
  • Max Cap Viol: 0
  • Tool warnings: 44

Floorplan
  • Boundary Pins: 465
  • Total die size: around 0.047 sq mm
  • Site Rows: 72
  • Die width: roughly 220 um
  • Die height: 217 um
  • Placeable Area: 0.0386 sq mm
  • Core Util at FP: 13.6%

Setup path
  • CP endpoint kind: primary output
  • Arr. time, crit path: 4070 ps
  • Crit path DRT: roughly 7400 ps
  • Critical path class: in2out
  • Setup crit start kind: input port
  • Crit path max fanout: 16

Min path
  • Hold Path Class: in2out
power by group through the flow:
stage | Clock (mW) | Sequential [mW] | Combinational (mW)
after CTS | 0 | 0.120 | 0.258
after global routing | 0 | 0.127 | 0.271
final | 0 | 0.120 | 0.251
path summary, 6_finish.rpt:
check	startpoint	end	depth (start not counted)
hold / removal	addr[0]	gp_ctrl_we	3
setup / recovery	addr[28]	gp_tl_we	5
logic make-up (layout without fill, tap and decap cells):
family                 after synthesis  in the layout  share of synthesized area, %
latches                            302            302                          86.2
AOI/OAI and AO/OA                   47             47                          7.90
and+or+nand+nor                     41             41                          4.47
buffers and inverters               18            474                          1.38
sequential cells by signal (all words and copies together), names as in the netlist:
signal and count:
cpu_in 32, gp_arg_out 32, gp_br_out 32, gp_ctrl_out 32, gp_tl_out 32, gpio_out 32
pitch_gen_out 32, ram_out 32, timer_out 32, ram_addr 14
critical path: stages:
cell             delay [ps]
clkdlybuf4s50_1         720
nor4_2                  600
nand2_1                 190
nor3b_1                 220
clkdlybuf4s50_1         500
placed cells by master, fill, tap and decap left out, types with 2 or more instances in the layout:
cell type	count
buf_4	11
a221o_1	6
a22o_1	23
a222oi_1	8
inv_1	10
clkdlybuf4s50_1	453
nor3b_1	3
nand2_2	3
nand3b_1	2
dlxtn_1	302
nor2_1	7
and2_1	8
nand2_1	6
a22oi_1	2
and3_1	3
per-stage QoR:
step	worst slack [ps]	hold slack, ps	instance area, sq um
final	3290	4780	10500
after detailed placement	3320	4770	10500
after floorplan	4630	3690	5260
after CTS	3290	4780	10500
after global placement	3360	4750	10500
after global routing	3120	4830	10500
metal layers:
metal  GRT usage (%)  wire (um)
met5               0         20
met4           0.583        170
met1            11.6       9490
met3            4.39       3030
met2            19.3      13200
cell type report:
type / count / share of cell area [%]
multi-input cells: 88 / 6.34
inverters: 10 / 0.357
flip-flops and latches: 302 / 43.2
well taps: 518 / 6.17
repair buffers: 464 / 44.0
No activity file was given, so power comes from the tool's default toggle rates.
