[flow/design.v]
`timescale 1ns / 1ps
module graphics_processor(
    input clk,
    input [31:0] ctrl_in,
    input [31:0] tl_in,
    input [31:0] br_in,
    input [31:0] arg_in,
    input ctrl_we,
    input tl_we,
    input br_we,
    input arg_we,
    input [11:0] rom_data,
    output vram_we,  
    output reg [18:0] vram_addr,  
    output [11:0] vram_data,  
    output reg [15:0] rom_addr,
    output finish
    );
    parameter width = 640;
    parameter height = 480;
    parameter init = 0;
    parameter fill_set_addr = 1;
    parameter fill_write_ram = 2;
    parameter draw_set_addr = 3;
    parameter draw_read_rom = 4;
    parameter draw_write_ram = 5;
    parameter fin = 6;
    parameter fill = 1'b0;
    parameter draw = 1'b1;
    reg en = 0;
    reg opcode = 0;
    reg [9:0] tl_x = 0;
    reg [8:0] tl_y = 0;
    reg [9:0] br_x = 0;
    reg [8:0] br_y = 0;
    reg [11:0] arg = 0;
    reg [9:0] cur_x;
    reg [8:0] cur_y;
    reg [2:0] state;
    assign finish = en && (state == fin);
    assign vram_we = state == fill_write_ram || state == draw_write_ram;
    assign vram_data = opcode == fill ? arg : rom_data;
    always@(ctrl_we, tl_we, br_we, arg_we)begin
        if(ctrl_we) {en, opcode} <= ctrl_in[1:0];
        if(tl_we) {tl_x, tl_y} <= {tl_in[25:16], tl_in[8:0]};
        if(br_we) {br_x, br_y} <= {br_in[25:16], br_in[8:0]};
        if(arg_we) arg = arg_in[11:0];
    end
    always@(posedge clk)begin
        if(en)begin
            case(state)
                init:begin
                    cur_x <= tl_x;
                    cur_y <= tl_y;
                    vram_addr <= tl_y * width + tl_x;
                    if(opcode == fill)begin
                        state <= fill_set_addr;
                    end
                    else begin
                        rom_addr <= {4'b0, arg};
                        state <= draw_set_addr;
                    end
                end
                fill_set_addr:begin
                    if(cur_x < br_x) begin
                        cur_x <= cur_x + 1;
                    end
                    else begin 
                        cur_x <= tl_x;
                        cur_y <= cur_y + 1;
                    end
                    state <= fill_write_ram;
                end
                fill_write_ram:begin
                    if(cur_y > br_y) begin
                        state <= fin;
                    end
                    else begin
                        vram_addr <= cur_y * width + cur_x;
                        state <= fill_set_addr;
                    end
                end
                draw_set_addr:begin
                    state <= draw_read_rom;
                    vram_addr <= cur_y * width + cur_x;
                end
                draw_read_rom:begin
                    if(cur_x < br_x) begin
                        cur_x <= cur_x + 1;
                    end
                    else begin 
                        cur_x <= tl_x;
                        cur_y <= cur_y + 1;
                    end
                    state <= draw_write_ram;
                end
                draw_write_ram:begin
                    if(cur_y > br_y) begin
                        state <= fin;
                    end
                    else begin
                        rom_addr <= rom_addr + 1;
                        state <= draw_set_addr;
                    end
                end
            endcase
        end
        else begin
            state <= init;
        end
    end
endmodule
[flow/run.sh]
#!/bin/bash
# OpenROAD 26Q1-2900-gdf79404cd8, Yosys 0.63+post, stock flow scripts
make -C /OpenROAD-flow-scripts/flow DESIGN_CONFIG=/design/flow/config.mk WORK_HOME=/design/flow/orfs finish
[flow/config.mk]
export PLATFORM = sky130hd
export DESIGN_NAME = graphics_processor
export DESIGN_NICKNAME = graphics_processor
export VERILOG_FILES = /design/flow/design.v
export SDC_FILE = /design/flow/constraint.sdc
export NUM_CORES = 4
export LEC_CHECK = 1
export CORE_UTILIZATION = 50
[flow/constraint.sdc]
current_design graphics_processor

set clk_period 6.8
set clk_io_pct 0.2

create_clock -name clk0 -period $clk_period [get_ports {clk}]

set non_clock_inputs [all_inputs -no_clocks]
set_input_delay [expr $clk_period * $clk_io_pct] -clock clk0 $non_clock_inputs
set_output_delay [expr $clk_period * $clk_io_pct] -clock clk0 [all_outputs]
==> results_dict.tcl <==
# collected from the flow reports
set metrics [dict create \
    core_um2 11000 \
    postCtsSetupRepairBufs 0 \
    worstPathMaxFanout 1 \
    grt_first_pass_wirelength_mm 20.1 \
    reg2reg_from "cur_y[3]" \
    vias 4281 \
    finalWeightedCongestion 0.843 \
    yosysWarnings 1 \
    fin_util 0.670 \
    crit_path_start "rom_data[0]" \
    track_usage 0.232 \
    finalHoldViolCount 0 \
    start_kind "input port" \
    cts_made_buffers 9 \
    cts_tree "built" \
    grt_max_degree 31 \
    die_h_um 109 \
    cts_buffer_depth 2 \
    yosys_cells 542 \
    fp_util 0.519 \
    p_leak_uw 0.00302 \
    grt_pass1_vias 4189 \
    edf_count 54 \
    area_growth_pct 29.3 \
    drcViolationCount 0 \
    unclocked_pins 52 \
    cap_violations 0 \
    dr.pass1.iters 4 \
    slew_viol_final 0 \
    worstSetupPathType "input port to primary output" \
    required_ps 5440 \
    synth_flops 113 \
    port_buffers 117 \
    synth_cells 542 \
    grt_antenna_before_repair 0 \
    period_minus_slack_ps 3920 \
    yosysUniqueCellTypes 57 \
    ys_chip_area_um2 5700 \
    cts_resized 0 \
    grt_overflow 0 \
    fmax_mhz 255 \
    log.warning_count 102 \
    worst_pin_slew_ps 835 \
    clk_pin_slew_worst_paths_ps 50 \
    layout-drive-gt1-share 0.0988 \
    power_uw 1180 \
    die_w_um 109 \
    hp-class "flip-flop to flip-flop" \
    endpoint_kind "primary output" \
    flop_cell "edfxtp_1" \
    fin_tns_setup_ps 0 \
    synth_async_sr_flop_share 0 \
    cts-hold-fix-buffers 0 \
    setup_viol 0 \
    insertedDiodeCount 0 \
    wl_per_cell_um 15.0 \
    clkLatencyLatePin_ps 330 \
    min-delay-start "state[4]" \
    drt_iter0_drc 155 \
    core.rowCount 38 \
    routed_wl_mm 12.1 \
    fin_skew_ps 9.06 \
    vdd_drop_max_mv 0.117 \
    die_area_um2 11800 \
    ant_nets 0 \
    viasPerCell 5.30 \
    synthesis.area_um2 5700 \
    p_per_area_nw_per_um2 160 \
    outcome "finished clean" \
    rsz0062_at_grt "no" \
    root_buffer "clkbuf_16" \
    max_slew_margin 0.441 \
    finalClockPeriodUsage 0.576 \
    io-pin-count 194 \
    avgSynthCellArea_um2 10.5 \
    untimed_endpoints 53 \
    crit_arrival_ps 2560 \
    place_hpwl_mm 9.43 \
    cts_max_level 3 \
]
-- Yosys cell counts (8+ instances only) --
cell type,number,area [µm²]
a21o_1,8,60.1
a21oi_1,35,175
and2_1,9,56.3
dlxtp_1,52,781
edfxtp_1,54,1620
ha_1,55,688
inv_1,32,120
mux2_2,26,293
nand2_1,23,86.3
nand3_1,16,80.1
nor2_1,47,176
nor2b_1,8,50.1
o21ai_0,21,105
xnor2_1,38,333
xor2_1,20,175
-- cells in the final DEF (no fill, tap or decap), drive strengths merged, types with 4 or more instances in the layout --
cell and n:
a21o 8, dfxtp 7, and2 9, buf 5, nor3 5, clkdlybuf4s50 117
nand4 6, or2 4, mux2 28, dlxtp 52, xnor2 38, o21ai 25
clkbuf 9, and3 7, inv 33, ha 55, fa 4, nand3 16
a211oi 5, edfxtp 54, a21oi 38, nand2 23, o21a 5, nor2b 8
nor2 48, mux2i 6, xor2 21
-- path summary, 6_finish.rpt --
kind,to,slack (ps),cells past startpoint
setup reg to reg,vram_addr[18],3620,10
hold reg to reg,state[2],450,1
setup / recovery,vram_data[0],2880,4
hold / removal,state[2],450,1
-- power breakdown --
| part | total [µW] | leakage, µW | switching [µW] | internal (µW) |
|---|---|---|---|---|
| logic | 220 | 0.00189 | 97.3 | 123 |
| registers | 464 | 0.000978 | 17.3 | 446 |
| clock network | 493 | 0.000152 | 171 | 322 |
| total | 1180 | 0.00302 | 286 | 891 |
-- flip-flops by register name, summed over array words and instances, names as in the netlist, 10 cells and up --
| register | count |
|---|---|
| vram_addr | 19 |
| arg | 12 |
| cur_x | 10 |
| rom_addr | 16 |
| tl_x | 10 |
| br_x | 10 |
-- stage by stage --
step | std cells | hold slack, ps | instance area [µm²] | setup WS [ps]
after floorplan | 542 | 421 | 5700 | 3420
after global placement | 792 | 432 | 7040 | 2890
after detailed placement | 792 | 441 | 7040 | 2870
after CTS | 808 | 454 | 7360 | 2870
after global routing | 808 | 480 | 7360 | 2840
final | 808 | 452 | 7360 | 2880
-- cell type report --
cell class,instances,area (µm²)
clock buffer,9,225
fill,844,3620
tap,140,175
clock inverter,7,97.6
timing repair buffer,122,1210
inverter,32,120
sequential,113,2540
multi-input combinational,385,2990
-- metal layers --
layer	track usage	vias up	share of wire
met3	0.0506	6	0.063
met4	0.0203	0	0.0050
met5	0	-	0
li1	-	2164	-
met2	0.344	117	0.44
met1	0.383	1994	0.50
-- worst max-delay path, cell delays in order --
cell and delay, ps:
clkdlybuf4s50_1 470, nand2_1 50, o21ai_0 160, clkdlybuf4s50_1 520
-- cells by family (layout without fill, tap and decap cells) --
logic type / after synthesis / in the layout / share of synthesized area
flops: 61 / 61 / 0.309
buf+inv: 44 / 170 / 0.0294
latches: 52 / 52 / 0.137
compound gates: 96 / 96 / 0.110
mux: 34 / 34 / 0.0659
simple gates: 137 / 137 / 0.121
xor+xnor: 59 / 59 / 0.0920
fa+ha+maj: 59 / 59 / 0.135
Power figures rest on the tool's default switching activity, not on a simulated workload.
